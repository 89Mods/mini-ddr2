==> /design/flow/design.v <==
module dram_controller(
	input clk,
	output reg ddr_clk = 0,
	output ddr_clk_c,
	inout [3:0] Q,
	output reg CS_b = 1,
	output reg ODT = 0,
	output reg RAS_b = 1,
	output reg CAS_b,
	output reg WE_b = 1,
	output reg [1:0] BA = 0,
	output [13:0] A,
	inout DQS,
	output DM,
	output reg CKE = 0,
	input CEb_in,
	inout [7:0] Q_f,
	input WEb_f,
	input [22:0] A_f,
	input rst_b,
	inout DQS_b,
	output ready,
	output bdir,  
	output dbg
);
wire [25:0] full_addr = {3'b00, A_f[22:0]};
wire reset = !rst_b;
assign Q = writing ? (rw_step >= 2 ? Q_f[3:0] : Q_f[7:4]) : 4'hz;
assign DQS = writing ? DQS_ll : 1'bz;
assign DQS_b = !init_done;
assign DM = !writing || rw_step == 0 || !counter_expired;
reg [13:0] init_A;
always @(*) begin
	casez(init_step)
		default: init_A = 0;
		7'b?000101: init_A = 1<<10;
		7'b?010001: init_A = (1 << 8);
		7'b?010100: init_A = 1<<10;
		7'b?011110: init_A = ('b010 | 0 | (3 << 4) | 0 | ((2 - 1) << 9) | 0);
		7'b?100001: init_A = (0 | (1 << 6) | 0 | (0 << 3) | (1 << 10) | 0) | (7 << 7);
		7'b?100100: init_A = (0 | (1 << 6) | 0 | (0 << 3) | (1 << 10) | 0);
	endcase
end
reg [1:0] BA_init;
always @(*) begin
	casez(init_step)
		default: BA_init = 2'bxx;  
		7'b?000111: BA_init = 2'b10;
		7'b?001010: BA_init = 2'b11;
		7'b?001101: BA_init = 2'b01;
		7'b?010000: BA_init = 2'b00;
		7'b?011101: BA_init = 2'b00;
		7'b?100000: BA_init = 2'b01;
		7'b?100011: BA_init = 2'b01;
	endcase
end
wire [13:0] ready_A = state == 1 ? row_address : {3'b000, column_address[10], 1'b0, column_address[9:0]};
assign A = init_done ? ready_A : init_A;
assign ddr_clk_c = !ddr_clk;
reg init_done;
reg [2:0] state;
reg [7:0] counter = 255;
reg [1:0] rw_step;
reg [8:0] command_timeout = 0;
reg writing;
reg DQS_l;
reg DQS_ll;
reg last_DQS;
reg ready_l;
reg needs_precharge;
reg [13:0] row_address_l;
reg latch_command = 0;
reg [6:0] init_step;
reg CE_edge = 1;
reg CE_edge_edge = 1;
reg [7:0] dbuff;
wire [7:0] counter_dec = counter - 1;
wire counter_expired = counter == 0;
assign bdir = WEb_f && !CEb_in;
assign Q_f = bdir ? dbuff : 8'hzz;
assign ready = ready_l && !latch_command;
wire [10:0] column_address = {full_addr[9:0], 1'b0};
wire [13:0] row_address = full_addr[23:10];
assign dbg = dbuff[7];
always @(negedge clk) DQS_ll <= DQS_l;
always @(posedge clk) begin
	if(reset) begin
		CKE <= 0;
		CS_b <= 1;
		CAS_b <= 1;
		ready_l <= 0;
		init_done <= 0;
		state <= 0;
		DQS_l <= 0;
		writing <= 0;
		rw_step <= 0;
		init_step <= 64;
		needs_precharge <= 0;
		ODT <= 0;
	end else begin
		ddr_clk <= !ddr_clk;
		if(command_timeout) command_timeout <= command_timeout - 1;
		last_DQS <= DQS;
		if(counter_expired && state[1] ) begin
			rw_step <= rw_step - 1;
			if(rw_step == 0) begin
				state <= 0;
				ready_l <= 1;
				counter <= writing ? 2 : 0;
			end
			DQS_l <= !DQS_l;
			if(!writing && (rw_step == 1 || rw_step == 2)) dbuff <= {Q, dbuff[7:4]};
		end else if(init_done && ddr_clk) begin
			CS_b <= 1;
			RAS_b <= 1;
			CAS_b <= 1;
			WE_b <= 1;
			if(ready) begin
				CE_edge_edge <= CE_edge;
				CE_edge <= CEb_in;
				latch_command <= (CE_edge && !CEb_in) || (CE_edge_edge && !CE_edge) || (CE_edge_edge && !CEb_in);  
			end
			if(!counter_expired) begin
				counter <= counter_dec;
			end else if(state == 4) begin
				activate();
			end else if(state == 5) begin
				refresh();
				state <= 0;
				ready_l <= 1;
			end else if(state) begin
				if(WEb_f) begin
					begin_read();
				end else begin
					begin_write();
				end
			end else begin
				writing <= 0;
				if(!command_timeout && needs_precharge) begin
					needs_precharge <= 0;
					precharge();
					state <= 5;
				end else begin
					if(latch_command) begin
						ready_l <= 0;
						latch_command <= 0;
						CE_edge_edge <= CEb_in;
						CE_edge <= CEb_in;
						if(command_timeout) begin
							if(row_address == row_address_l && full_addr[25:24] == BA) begin
								if(WEb_f) begin
									begin_read();
								end else begin
									begin_write();
								end
							end else begin
								precharge();
								state <= 4;
							end
						end else begin
							activate();
							command_timeout <= 511;
							needs_precharge <= 1;
						end
					end else if(!command_timeout) begin
						refresh();
					end
				end
			end
		end
		if(CEb_in) dbuff <= 8'hAA;
		if(ddr_clk && !init_done) begin
			if(init_step == 1) begin
				CKE <= 1;
			end
			if(init_step == 2) begin
				counter <= 255;
			end
			if(init_step == 4 || init_step == 19) begin
				CS_b <= 0;
				RAS_b <= 0;
				WE_b <= 0;
			end
			if(init_step == 5 || init_step == 20) begin
				CS_b <= 1;
				RAS_b <= 1;
				WE_b <= 1;
				counter <= 255;
			end
			if(init_step == 7 || init_step == 10 || init_step == 13
			|| init_step == 16 || init_step == 29 || init_step == 32
			|| init_step == 35) begin
				BA <= BA_init;
				CS_b <= 0;
				RAS_b <= 0;
				CAS_b <= 0;
				WE_b <= 0;
			end
			if(init_step == 8 || init_step == 11 || init_step == 14
			|| init_step == 17 || init_step == 30 || init_step == 33
			|| init_step == 36) begin
				CS_b <= 1;
				RAS_b <= 1;
				CAS_b <= 1;
				WE_b <= 1;
				counter <= 255;
			end
			if(init_step == 22 || init_step == 25) begin
				CS_b <= 0;
				RAS_b <= 0;
				CAS_b <= 0;
				counter <= 255;
			end
			if(init_step == 23 || init_step == 26) begin
				CS_b <= 1;
				RAS_b <= 1;
				CAS_b <= 1;
			end
			if(init_step == 38) begin
				init_done <= 1;
				ODT <= 1;
				ready_l <= 1;
			end
			if(init_step[6]) counter <= 255;
			if(counter_expired) begin
				init_step <= init_step + 1;
			end else counter <= counter_dec;
		end
	end
end
task begin_read();
	begin
		CS_b <= 0;
		CAS_b <= 0;
		counter <= (3);
		rw_step <= 3;
		state <= 2;
		last_DQS <= 0;
		dbuff <= 0;
	end
endtask
task begin_write();
	begin
		writing <= 1;
		DQS_l <= 0;
		CS_b <= 0;
		CAS_b <= 0;
		WE_b <= 0;
		counter <= (3-1);
		rw_step <= 3;
		state <= 3;
	end
endtask
task activate();
	begin
		CS_b <= 0;
		RAS_b <= 0;
		BA <= full_addr[25:24];
		state <= 1;
		counter <= 1;
		row_address_l <= row_address;
	end
endtask
task precharge();
	begin
		CS_b <= 0;
		RAS_b <= 0;
		WE_b <= 0;
		counter <= 1;
	end
endtask
task refresh();
	begin
		CS_b <= 0;
		RAS_b <= 0;
		CAS_b <= 0;
		counter <= 4;
	end
endtask
endmodule
==> /design/flow/run.sh <==
#!/bin/bash
# OpenROAD 26Q1-2900-gdf79404cd8, Yosys 0.63+post, stock flow scripts
make -C /OpenROAD-flow-scripts/flow DESIGN_CONFIG=/design/flow/config.mk WORK_HOME=/design/flow/orfs finish
==> /design/flow/config.mk <==
export PLATFORM = sky130hd
export DESIGN_NAME = dram_controller
export DESIGN_NICKNAME = dram_controller
export VERILOG_FILES = /design/flow/design.v
export SDC_FILE = /design/flow/constraint.sdc
export NUM_CORES = 4
export LEC_CHECK = 1
export CORE_UTILIZATION = 40
==> /design/flow/constraint.sdc <==
current_design dram_controller

set clk_period 5.2
set clk_io_pct 0.2

create_clock -name clk0 -period $clk_period [get_ports {clk}]

set non_clock_inputs [all_inputs -no_clocks]
set_input_delay [expr $clk_period * $clk_io_pct] -clock clk0 $non_clock_inputs
set_output_delay [expr $clk_period * $clk_io_pct] -clock clk0 [all_outputs]
==> impl_metrics.toml <==
# generated from flow reports
[status]
status = "aborted with a tool error"
stop_stage = "clock tree synthesis"
stop_error = "[error] [KeplerFormal.cpp:679] Workflow failed: Iso has multiple drivers: .DQS_b0, _615_.Y0"

[cts]
cts_buffers = 9
clkSinkCount = 68
root_buffer = "clkbuf_16"
cts-htree-levels = 3
postCtsHoldBufs = 0
clockBufferDepth = 2
cts_resized = 0
cts_setup_buffers = 0

[synth]
synth.avg_cell_area_um2 = 9.05
syn_inst = 502
postSynthSeqShare = 0.401
ff_type = "edfxtp_1"
ys_chip_area_um2 = 4540
synthArstFlopShare = 0
ys_types = 73
yosys-top-cells-count = "nand2_1 (50), nor2_1 (50), edfxtp_1 (46)"
yosysTopAreaCell = "edfxtp_1"
synth_warnings = 4
edf_count = 46
netlist_area_um2 = 4540
synthTopCellsByArea = "edfxtp_1 (30%), dfxtp_1 (9.7%), nand2_1 (4.1%)"
top_area_frac = 0.304
ys_ff = 68
ys_cells = 502

[die]
die_w_um = 109
ioPinCount = 69
die_h_um = 109
initial_core_util = 0.415
rows = 38

[placed_design]
dp_hpwl_um = 7940
place.gp.congestion = 0.908
pre_cts_slack_ns = 1.29
port_buffers = 53
logic make-up after synthesis:
kind of cell    count (synthesis)  synth area share
fa+ha+maj                      10            0.0275
simple gates                  207             0.249
compound gates                120             0.178
buf+inv                        49            0.0446
other cells                     1          0.000825
xor+xnor                       26            0.0501
mux                            21            0.0487
flops                          68             0.401
stage by stage:
step           cell area [um2]  instances
3_5_place_dp              5150        668
3_3_place_gp              5150        668
2_1_floorplan             4540        502
